==> /design/flow/design.v <==
`default_nettype none
module MagComp
  #(parameter   WIDTH = 8)
  (output logic             AltB, AeqB, AgtB,
   input  logic [WIDTH-1:0] A, B);
  assign AeqB = (A == B);
  assign AltB = (A <  B);
  assign AgtB = (A >  B);
endmodule: MagComp
module Adder
  #(parameter WIDTH=8)
  (input  logic [WIDTH-1:0] A, B,
   input  logic             cin,
   output logic [WIDTH-1:0] sum,
   output logic             cout);
   assign {cout, sum} = A + B + cin;
endmodule : Adder
module Multiplexer
  #(parameter WIDTH=8)
  (input  logic [WIDTH-1:0]         I,
   input  logic [$clog2(WIDTH)-1:0] S,
   output logic                     Y);
   assign Y = I[S];
endmodule : Multiplexer
module Mux2to1
  #(parameter WIDTH = 8)
  (input  logic [WIDTH-1:0] I0, I1,
   input  logic             S,
   output logic [WIDTH-1:0] Y);
  assign Y = (S) ? I1 : I0;
endmodule : Mux2to1
module Decoder
  #(parameter WIDTH=8)
  (input  logic [$clog2(WIDTH)-1:0] I,
   input  logic                     en,
   output logic [WIDTH-1:0]         D);
  always_comb begin
    D = '0;
    if (en)
      D[I] = 1'b1;
  end
endmodule : Decoder
module DFlipFlop
  (input  logic D,
   input  logic preset_L, reset_L, clock,
   output logic Q);
  always_ff @(posedge clock, negedge preset_L, negedge reset_L)
    if (~preset_L & reset_L)
      Q <= 1'b1;
    else if (~reset_L & preset_L)
      Q <= 1'b0;
    else if (~reset_L & ~preset_L)
      Q <= 1'bX;
    else
      Q <= D;
endmodule : DFlipFlop
module Register
  #(parameter WIDTH=8)
  (input  logic [WIDTH-1:0] D,
   input  logic             en, clear, clock,
   output logic [WIDTH-1:0] Q);
  always_ff @(posedge clock)
    if (en)
      Q <= D;
    else if (clear)
      Q <= '0;
endmodule : Register
module Counter
  #(parameter WIDTH=8)
  (input  logic [WIDTH-1:0] D,
   input  logic             en, clear, load, clock, up,
   output logic [WIDTH-1:0] Q);
  always_ff @(posedge clock)
    if (clear)
      Q <= {WIDTH {1'b0}};
    else if (load)
      Q <= D;
    else if (en)
      if (up)
        Q <= Q + 1'b1;
      else
        Q <= Q - 1'b1;
endmodule : Counter
module Synchronizer
  (input  logic async, clock,
   output logic sync);
  logic metastable;
  DFlipFlop one(.D(async),
                .Q(metastable),
                .clock,
                .preset_L(1'b1), 
                .reset_L(1'b1)
               );
  DFlipFlop two(.D(metastable),
                .Q(sync),
                .clock,
                .preset_L(1'b1), 
                .reset_L(1'b1)
               );
endmodule : Synchronizer
module ShiftRegister_PIPO
  #(parameter WIDTH=8)
  (input  logic [WIDTH-1:0] D,
   input  logic             en, left, load, clock,
   output logic [WIDTH-1:0] Q);
  always_ff @(posedge clock)
    if (load)
      Q <= D;
    else if (en)
      if (left)
        Q <= {Q[WIDTH-2:0], 1'b0};
      else
        Q <= {1'b0, Q[WIDTH-1:1]};
endmodule : ShiftRegister_PIPO
module ShiftRegister_SIPO
  #(parameter WIDTH=8)
  (input  logic             serial,
   input  logic             en, left, clock,
   output logic [WIDTH-1:0] Q);
  always_ff @(posedge clock)
    if (en)
      if (left)
        Q <= {Q[WIDTH-2:0], serial};
      else
        Q <= {serial, Q[WIDTH-1:1]};
endmodule : ShiftRegister_SIPO
module BarrelShiftRegister
  #(parameter WIDTH=8)
  (input  logic [WIDTH-1:0] D,
   input  logic             en, load, clock,
   input  logic [      1:0] by,
   output logic [WIDTH-1:0] Q);
  logic [WIDTH-1:0] shifted;
  always_comb
    case (by)
      default: shifted = Q;
      2'b01: shifted = {Q[WIDTH-2:0], 1'b0};
      2'b10: shifted = {Q[WIDTH-3:0], 2'b0};
      2'b11: shifted = {Q[WIDTH-4:0], 3'b0};
    endcase
  always_ff @(posedge clock)
    if (load)
        Q <= D;
    else if (en)
        Q <= shifted;
endmodule : BarrelShiftRegister
==> /design/flow/run.sh <==
#!/bin/bash
# OpenROAD 26Q1-2900-gdf79404cd8, Yosys 0.63+post, stock flow scripts
make -C /OpenROAD-flow-scripts/flow DESIGN_CONFIG=/design/flow/config.mk WORK_HOME=/design/flow/orfs finish
==> /design/flow/config.mk <==
export PLATFORM = sky130hd
export DESIGN_NAME = BarrelShiftRegister
export DESIGN_NICKNAME = BarrelShiftRegister
export VERILOG_FILES = /design/flow/design.v
export SDC_FILE = /design/flow/constraint.sdc
export NUM_CORES = 4
export LEC_CHECK = 1
export CORE_AREA = 10 10 70 70
export DIE_AREA = 0 0 80 80
==> /design/flow/constraint.sdc <==
current_design BarrelShiftRegister

set clk_period 1.6
set clk_io_pct 0.2

create_clock -name clk0 -period $clk_period [get_ports {clock}]

set non_clock_inputs [all_inputs -no_clocks]
set_input_delay [expr $clk_period * $clk_io_pct] -clock clk0 $non_clock_inputs
set_output_delay [expr $clk_period * $clk_io_pct] -clock clk0 [all_outputs]
==> flow_metrics.rpt <==
IMPLEMENTATION SUMMARY REPORT
----------------------------------------------------
[Outcome]
  Outcome ........................ finished, final reports clean

[Synth]
  Top logic family ........................ AND-OR/OR-AND gates
  Synth mux share ........................ 0%
  Cell count listed in synth_stat.txt ........................ 51
  Yosys cell types ........................ 18
  Adder and majority cell fraction of the synthesized area ........................ 7.03%
  Flops after synth ........................ 8
  Sequential-to-total area share from yosys stat ........................ 45.0%
  Area share of and/or/nand/nor cells after synthesis ........................ 15.9%
  Cell count after synthesis ........................ 51
  Yosys synthesis warning count ........................ 1
  Mean cell area of the mapped netlist ........................ 10.5 um2
  Xor and xnor fraction of the mapped netlist area ........................ 0%
  Post-synthesis share of cell area spent on and-or and or-and gates ........................ 23.4%
  Chip area in the Yosys report ........................ 534 um2
  Synthesized area ........................ 534 um2

[Timing]
  Count of final hold-check violations ........................ 0
  Final number of setup-violating endpoints ........................ 0
  Max Clk Rate ........................ 0.673 GHz
  Max transition margin ........................ 83.2%
  Share of the cycle needed by the critical path after routing ........................ 92.8%
  WHS ........................ 0.663 ns
  Minimum clock period after layout ........................ 1.49 ns
  Setup repair after global routing missed its margin ........................ no
  Post-layout worst setup margin ........................ 0.115 ns
  Pin slew with the least headroom to its limit ........................ 0.251 ns
  Clock tree skew after final layout ........................ 0.00152 ns
  Pins over their slew limit ........................ 0

[Power]
  Switching power share of the total ........................ 23.6%
  Sequential share of power ........................ 47.5%
  Clock power share ........................ 25.9%
  Internal power component ........................ 0.000454 W
  Total leakage power ........................ 0.314 nW
  Pwr dens ........................ 697 nW/um2
  Worst vdd ir ........................ 295 uV
  Sw power ........................ 0.000140 W
  Comb power frac ........................ 26.6%

[Drt]
  DRC violation total after the first TritonRoute iteration ........................ 25
  Antenna cell count ........................ 0
  Vias/cell ........................ 3.98
  Post-DRT Antenna Nets ........................ 0
  Routed wire per std cell ........................ 11.7 um
  Total wirelength of the detailed-routed design ........................ 1400 um
  Count of unresolved DRC violations after routing ........................ 0
  Routed via count ........................ 478
  TritonRoute pass-1 iters ........................ 4

[Clocking]
  H-tree depth ........................ 1
  Insertion delay of the later-clocked pin in the worst-skew pair ........................ 0.25 ns
  CTS Hold Buffers Added ........................ 0
  Clk Tree Root Cell ........................ clkbuf_4
  Post-CTS Resized ........................ 6
  Cts bufs inserted ........................ 3
  CTS tree ........................ built
  Number of setup buffers added after CTS ........................ 0
  Clock Path Buffers ........................ 2
  CTS clk-pin slew, worst paths ........................ 0.05 ns
  Total number of clock tree sinks ........................ 8

[Hold path]
  Worst hold path depth ........................ 2
  Class of the worst hold path ........................ in -> reg

[Die]
  Die Size ........................ 6400 um2
  Number of core rows ........................ 21
  Width of the die ........................ 80 um
  Core ar. ........................ 3420 um2
  Ports placed on the boundary ........................ 21
  Starting density of the core ........................ 15.6%
  Die Y ........................ 80 um

[Finish]
  Area used by multi-input combinational logic ........................ 273 um2
  Post-layout instance area ........................ 852 um2
  Number of standard cells in the layout, taps in and fillers out ........................ 120
  Most common cell after layout, fill and taps aside ........................ clkdlybuf4s50_1
  Fillcell total ........................ 379
  Register Area ........................ 240 um2
  Most frequent logic cells in the routed design ........................ clkdlybuf4s50_1, edfxtp_1, inv_1
  Post-synthesis to final-layout area growth ........................ 59.5%
  Register with the most flip-flops ........................ Q
  Regs by FF count ........................ Q (8)
  Share of final-layout standard cells stronger than drive strength 1 ........................ 13.5%
  Number of flip-flops under the largest register name ........................ 8

[Flow run]
  Tool warning count ........................ 27
  Max-cap check violation count ........................ 0

[Worst setup path]
  Endpoint arrival time on the critical path ........................ 1.17 ns
  Classification of the worst setup path ........................ reg -> out
  Endpoint kind of the worst setup timing path ........................ primary output
  Buffering stage count on the worst path with inverters included ........................ 1
  Chain of cells forming the critical path ........................ clkdlybuf4s50_1
  Number of cells on the worst reg-to-reg path ........................ 2
  Kind of start point of the critical path ........................ flip-flop
  Master of the slowest instance on the critical path ........................ clkdlybuf4s50_1
  Maximum fanout along the worst path ........................ 4
  Worst path top cell family by delay ........................ buffers and inverters
  Slowest cell delay on critical path ........................ 0.50 ns
  CP Depth ........................ 1
  Worst EP required ........................ 1.28 ns

[Placed design]
  Detailed Place HPWL ........................ 1080 um
  Post-DP Area ........................ 807 um2
  Pre-CTS WS ........................ -0.470 ns
  # port buffers ........................ 20
  Global placement routability congestion ........................ 0.771
  Placed Cells ........................ 117

[Global routing]
  Wire length of the first global-routing pass ........................ 2330 um
  Via count of the first global-routing pass ........................ 490
  Combined global-route utilization of all metal layers ........................ 4.54%
  Largest net degree at the start of global routing ........................ 16
  Total grt overflow ........................ 0
  Antenna violations before repair ........................ 0

----------------------------------------------------
==> routing by layer <==
metal  GRT usage [%]  share of wire [%]  wire (um)
met5               0                  0          0
met4           0.528               0.93         13
met3            2.39                9.6        134
met2            6.10                 42        587
met1            6.46                 47        663
==> Yosys cell counts <==
cell      number  area share [%]
edfxtp_1       8              45
inv_1          7             4.9
a21oi_1        5             4.7
a32oi_1        5             8.2
o211ai_1       5             7.0
or3b_1         4             6.6
ha_1           3             7.0
nand2_1        2             1.4
nand2b_1       2             2.3
or3b_2         2             3.3
a21o_1         1             1.4
a31oi_1        1             1.2
and2_1         1             1.2
buf_2          1            0.94
buf_6          1             2.1
clkbuf_1       1            0.70
nor2b_1        1             1.2
o21ai_0        1            0.94
==> metrics by stage <==
step	TNS (ns)	util [%]	power, W
2_1_floorplan	0	-	0.000336
3_3_place_gp	-5.07	23.6	0.000439
3_5_place_dp	-5.31	23.6	0.000440
4_1_cts	0	24.9	0.000603
5_1_grt	0	24.9	0.000640
6_report	0	24.9	0.000594
==> power by group through the flow <==
stage	clock network [W]	logic (W)	registers [W]
after CTS	0.000160	0.000161	0.000282
after global routing	0.000179	0.000175	0.000286
final	0.000154	0.000158	0.000282
==> area by class of cell <==
class	instances	area share [%]
Clock buffer	3	2.64
Tap cell	46	6.75
Multi-Input combinational cell	33	32.0
Inverter	7	3.08
Sequential cell	8	28.2
Timing Repair Buffer	23	27.3
==> logic make-up (layout without fill, tap and decap cells) <==
| logic type | after synthesis | count (layout) |
|---|---|---|
| AND/OR/NAND/NOR | 12 | 12 |
| flip-flops | 8 | 8 |
| AND-OR/OR-AND | 18 | 18 |
| adder cells (fa/ha/maj) | 3 | 3 |
| buffers and inverters | 10 | 33 |
==> path summary, 6_finish.rpt <==
check / start / to / slack, ns
hold / removal: by[1] / Q[1] / 0.66
hold reg to reg: Q[0] / Q[1] / 0.71
setup / recovery: Q[1] / Q[1] / 0.11
setup reg to reg: Q[2] / Q[3] / 0.42
==> worst reg2reg max path, delay by kind of cell, from the launching register on <==
kind | cells | cell delay, ns
AND/OR/NAND/NOR | 1 | 0.45
flip-flops | 1 | 0.39
AND-OR/OR-AND | 1 | 0.19
Power figures rest on the tool's default switching activity, not on a simulated workload.
