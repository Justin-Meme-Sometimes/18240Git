===== ./design.v =====
typedef enum logic[3:0]{  
   F_A_PLUS_B    = 4'b0000,
   F_A_MINUS_B   = 4'b0001,
   F_A           = 4'b0010,
   F_B           = 4'b0011,
   F_A_PLUS_2    = 4'b0100,
   F_A_LT_B      = 4'b0101,
   F_A_NOT       = 4'b1000,
   F_A_AND_B     = 4'b1001,
   F_A_OR_B      = 4'b1010,
   F_A_XOR_B     = 4'b1011,
   F_A_SHL       = 4'b1100,
   F_A_LSHR      = 4'b1110,
   F_A_ASHR      = 4'b1111,
   F_UNDEF       = 4'bxxxx
} alu_op_t;  
typedef enum logic [1:0]{  
   MUX_REG       = 2'b00,
   MUX_PC        = 2'b01,
   MUX_MDR       = 2'b10,
   MUX_UNDEF     = 2'bxx
} alu_mux_t;  
typedef enum logic [2:0]{  
   DEST_REG      = 3'b000,
   DEST_PC       = 3'b001,
   DEST_MDR      = 3'b010,
   DEST_MAR      = 3'b011,
   DEST_IR       = 3'b100,
   DEST_NONE     = 3'b111,
   DEST_UNDEF    = 3'bxxx
} dest_sel_t;  
typedef enum logic{  
   MEM_RD        = 1'b0,
   NO_RD         = 1'b1
} rd_enable_t;  
typedef enum logic{  
   MEM_WR        = 1'b0,
   NO_WR         = 1'b1
} wr_enable_t;  
typedef enum logic{  
   LOAD_CC       = 1'b0,
   NO_LOAD       = 1'b1
} cond_code_t;  
typedef enum logic [6:0] {
   FETCH  = 7'b000_1001, 
   FETCH1 = 7'b000_1010, 
   FETCH2 = 7'b000_1011, 
   DECODE = 7'b000_1111, 
   STOP   = 7'b111_1111, 
   STOP1  = 7'b100_0001, 
   ADD    = 7'b000_0000,
   SUB    = 7'b000_1000,
   ADDI   = 7'b001_1000, 
   ADDI1  = 7'b001_1001, 
   ADDI2  = 7'b001_1010, 
   AND    = 7'b100_1000,
   NOT    = 7'b100_0000,
   OR     = 7'b101_0000,
   XOR    = 7'b101_1000,
   SLT    = 7'b010_1000,
   SLT1   = 7'b010_1101,
   SLTI   = 7'b010_1001,
   SLTI1  = 7'b010_1010,
   SLTI2  = 7'b010_1011,
   SLTI3  = 7'b010_1100,
   SLL    = 7'b110_0000,
   SLLI   = 7'b110_0001,
   SLLI1  = 7'b110_0010,
   SLLI2  = 7'b110_0011,
   SRA    = 7'b111_1000,
   SRAI   = 7'b111_1001,
   SRAI1  = 7'b111_1010,
   SRAI2  = 7'b111_1011,
   SRL    = 7'b111_0000, 
   SRLI   = 7'b111_0001,
   SRLI1  = 7'b111_0010,
   SRLI2  = 7'b111_0011,
   MV     = 7'b001_0000, 
   LW     = 7'b001_0100,
   LW1    = 7'b001_0101,
   LW2    = 7'b001_0110,
   LW3    = 7'b001_0111,
   LW4    = 7'b001_1011,
   SW     = 7'b001_1100,
   SW1    = 7'b001_1101,
   SW2    = 7'b001_1110,
   SW3    = 7'b001_1111,
   SW4    = 7'b010_0000,
   BRA    = 7'b111_1100, 
   BRA1   = 7'b111_1101, 
   BRA2   = 7'b111_1110, 
   BRN    = 7'b100_1100, 
   BRN1   = 7'b100_1101, 
   BRN2   = 7'b100_1110,
   BRN3   = 7'b100_1111, 
   BRZ    = 7'b110_0100, 
   BRZ1   = 7'b110_0101, 
   BRZ2   = 7'b110_0110, 
   BRZ3   = 7'b110_0111, 
   BRC    = 7'b101_0100, 
   BRC1   = 7'b101_0101, 
   BRC2   = 7'b101_0110, 
   BRC3   = 7'b101_0111, 
   BRV    = 7'b101_1100, 
   BRV1   = 7'b101_1101, 
   BRV2   = 7'b101_1110, 
   BRV3   = 7'b101_1111, 
   BRNZ   = 7'b110_1100,
   BRNZ1  = 7'b110_1101,
   BRNZ2  = 7'b110_1110,
   BRNZ3  = 7'b110_1111,
   UNDEF  = 7'bxxx_xxxx
} opcode_t;
typedef struct packed 
{
   alu_op_t alu_op;
   alu_mux_t srcA;
   alu_mux_t srcB;
   dest_sel_t dest;
   cond_code_t lcc_L;
   rd_enable_t re_L;
   wr_enable_t we_L;
} controlPts;
module alu (
   output logic [15:0] out,
   output logic [3:0]  condCodes,
   input [15:0]      inA,
   input [15:0]      inB,
   input  alu_op_t      opcode);
   logic Z, C, N, V;
   always_comb begin
      Z = 0;
      C = 0;
      N = 0;
      V = 0;
      case (opcode)
         F_A_PLUS_B : begin
            {C, out} = inA + inB;                      
            V = (inA[15] & inB[15] & ~out[15]) | (~inA[15] & ~inB[15] & out[15]);
         end
         F_A_MINUS_B : begin
            out = inA - inB;                           
            C = (inB >= inA);
            V = (inA[15] & ~inB[15] & ~out[15]) | (~inA[15] & inB[15] & out[15]);
         end
         F_A : begin
            out = inA;                                 
         end
         F_B : begin
            out = inB;                                 
         end
         F_A_PLUS_2 : begin
            {C, out} = inA + 2;                        
            V = (inA[15] & ~out[15]);
         end
         F_A_LT_B: begin                               
            if (inA[15] == inB[15])
               out = inA < inB;
            else if(inA[15] && !inB[15])  
               out = 1;
            else
               out = 0;
         end
         F_A_NOT : begin
            out = ~inA;                                
         end
         F_A_AND_B : begin
            out = inA & inB;                           
         end
         F_A_OR_B : begin
            out = inA | inB;                           
         end
         F_A_XOR_B : begin
            out = inA ^ inB;                           
         end
         F_A_SHL : begin
            out = inA << inB;
         end
         F_A_LSHR : begin
            out = inA >> inB;
         end
         F_A_ASHR : begin
            out = $signed(inA) >>> inB;
	 end
         default: out = inA;
      endcase
      N = out[15];
      Z = (out === 16'h0000)?1:0;
      condCodes = {Z, C, N, V};
   end
endmodule

===== ./run.sh =====
#!/bin/bash
# OpenROAD 26Q1-2900-gdf79404cd8, Yosys 0.63+post, stock flow scripts
make -C /OpenROAD-flow-scripts/flow DESIGN_CONFIG=/design/flow/config.mk WORK_HOME=/design/flow/orfs finish

===== ./config.mk =====
export PLATFORM = sky130hd
export DESIGN_NAME = alu
export DESIGN_NICKNAME = alu
export VERILOG_FILES = /design/flow/design.v
export SDC_FILE = /design/flow/constraint.sdc
export NUM_CORES = 4
export LEC_CHECK = 1
export CORE_UTILIZATION = 50

===== ./constraint.sdc =====
current_design alu

set clk_period 10.0
set clk_io_pct 0.2

create_clock -name clk0 -period $clk_period

set non_clock_inputs [all_inputs -no_clocks]
set_input_delay [expr $clk_period * $clk_io_pct] -clock clk0 $non_clock_inputs
set_output_delay [expr $clk_period * $clk_io_pct] -clock clk0 [all_outputs]

==> flow_summary_export.csv <==
group,metric,value,unit
critical_path,end_kind,"output pin",
detailed_routing,firstDrtPassIters,28,
die,core_area,11520,um2
detailed_routing,ant_nets,0,
pwr,switching_power,0.2098,mW
pwr,comb_power_share,1.000,
global_route,grt_pass1_wl,40410,um
synth,top_cells_by_count,"nor2_1, nand2_1, ha_1",
pwr,peakVddDrop,0.00002400,V
sta,fin_crit_sh,0.9254,
synth,top_area_cell,"ha_1",
placed_design,numPortBuffers,56,
clock_tree,cts_hold_buf,0,
final_layout,fill_cells,1135,
final_layout,drive_gt1_frac,0.1059,
sta,tightestPinTransition,1.003,ns
die,io_pins,56,
global_route,grt_max_degree,55,
sta,finalMaxSlewViolations,0,
hold_path,hold_path.class,"primary input to output pin",
sta,setup_tns,0,ns
synth,synth_cells,882,
final_layout,flop_area,0,um2
pwr,p_int,0.1391,mW
die,dieArea,12340,um2
detailed_routing,wire_per_inst,25.89,um
pwr,p_per_area,54.65,nW/um2
job,tool_warnings,70,
synth,yosysCellCount,882,
detailed_routing,num_antenna_cells,0,
detailed_routing,drt_wl_total,26430,um
synth,synth_area,5948,um2
pwr,sw_frac_of_total,0.6013,
sta,final_hold_viol_count,0,
final_layout,nClkBuffers,0,
synth,top_cells_by_area,"ha_1, nor2_1, mux2i_1",
pwr,p_leak,2.472,nW
sta,fmax,108.1,MHz
detailed_routing,drc_errors,0,
global_route,grt-ovfl-total,0,
placed_design,place_hpwl,20160,um
sta,setup_viol,0,
die,rows,39,
sta,period_needed,9.254,ns
critical_path,critPathKind,"primary input to output pin",
critical_path,cp_max_fo,15,
job,cap_violations,0,
detailed_routing,viasPerCell,7.223,
sta,grt_setup_unrepaired,"false",
synth,seq_area_frac_synth,0,
detailed_routing,num_vias,7375,
synth,synth_warnings,1,
placed_design,gp_congestion,1.071,
pwr,pwr-share-clk,0,
synth,avgSynthCellArea,6.744,um2
critical_path,start_kind,"primary input",
detailed_routing,drtIter0Drc,901,
synth,synth_dominant_cell_count,"nor2_1",
sta,slew_headroom,0.3290,
synth,ys_area,5948,um2
synth,synth_top_area_share,0.1157,
final_layout,design.seq.count,0,
global_route,antenna_found_initial,0,
die,fp_util,0.5165,
pwr,seqPwrFrac,0,
clock_tree,post_cts_buffers,0,
clock_tree,cts.repair.resized,0,
critical_path,crit_arrival,7.25,ns
final_layout,area_growth,7.341,%
critical_path,required,8.00,ns
synth,synth.distinct_cells,93,
sta,worst_hold_slack,5.188,ns
global_route,first_global_vias,6754,
die,die_w,111.1,um
status,status,"finished, final reports clean",
global_route,grt_usage,0.4331,
die,chipHeight,111.1,um
through the flow:
stage / instance area [um2] / total power, mW / instances / setup WS (ns) / utilization
after global routing: 6385 / 0.3710 / 1021 / 0.5165 / 0.5544
after global placement: 6385 / 0.3334 / 1021 / 1.187 / 0.5544
after floorplan: 5948 / 0.2218 / 882 / 2.666 / -
final: 6385 / 0.3489 / 1021 / 0.7458 / 0.5544
after CTS: 6385 / 0.3358 / 1021 / 1.011 / 0.5544
after detailed placement: 6385 / 0.3338 / 1021 / 1.009 / 0.5544
layout make-up:
cell class | instances | area (um2) | share of cell area
multi-input combinational | 745 | 5274 | 0.8260
timing repair buffer | 82 | 740.7 | 0.1160
inverter | 51 | 191.4 | 0.02998
tap | 143 | 178.9 | 0.02802
power by group through the flow:
| stage | sequential, mW | combinational (mW) | clock (mW) |
|---|---|---|---|
| 4_1_cts | 0 | 0.336 | 0 |
| 5_1_grt | 0 | 0.371 | 0 |
| 6_report | 0 | 0.349 | 0 |
cell usage in the layout (no fill, tap or decap), drive strengths merged, types with 5 or more instances in the layout:
cell type / n
o211ai: 19
mux2: 13
nor3: 26
nor4: 11
inv: 47
a211oi: 16
o32a: 5
or2: 9
o22a: 5
or4: 7
a31oi: 16
nor2: 101
o21a: 6
o221ai: 5
xnor2: 21
mux4: 11
nand2b: 14
ha: 55
clkdlybuf4s50: 53
mux2i: 37
a32oi: 5
nand3: 34
nand2: 68
o31ai: 7
buf: 29
a22oi: 7
nor2b: 8
a221oi: 9
a21oi: 56
nand4: 6
or3: 10
o21ai: 58
and3: 6
o22ai: 27
a211o: 6
logic make-up (layout without fill, tap and decap cells):
family                     Yosys count  after routing  synth area share
AOI/OAI and AO/OA                  292            292            0.3439
xor gates and xnor gates            22             22           0.03239
adders and majority gates           57             57            0.1224
buffers and inverters              137            133            0.1134
muxes                               61             61            0.1292
and+or+nand+nor                    313            313            0.2587
layer usage:
metal  track usage  share of wire  wire length, um  vias to the layer above
met4        0.2207          0.063             1658                        0
met2        0.6398           0.42            10980                      585
met3        0.1059           0.14             3636                      114
met5             0              0                0                        -
met1        0.5893           0.38            10160                     3374
li1              -              -                -                     3302
critical path: stages:
cell             delay, ns
clkdlybuf4s50_1       0.90
inv_1                 0.22
ha_1                  0.49
or4_1                 0.55
o211ai_2              0.31
a21oi_1               0.15
o311ai_0              0.61
a31oi_1               0.22
or3_1                 0.39
nor4_1                0.40
and4bb_1              0.33
and4b_1               0.21
clkdlybuf4s50_1       0.45
worst paths after layout:
check	from	cells past startpoint	to
worst min-delay path	inA[9]	5	out[9]
worst max-delay path	inA[6]	13	condCodes[3]
No activity file was given, so power comes from the tool's default toggle rates.
